[design.v]
module ftdi_async
#(
     parameter CLK_DIV          = 2
)
(
     input           clk_i
    ,input           rst_i
    ,input           ftdi_rxf_i
    ,input           ftdi_txe_i
    ,input  [  7:0]  ftdi_data_in_i
    ,input           inport_valid_i
    ,input  [  7:0]  inport_data_i
    ,input           outport_accept_i
    ,output          ftdi_siwua_o
    ,output          ftdi_wrn_o
    ,output          ftdi_rdn_o
    ,output          ftdi_oen_o
    ,output [  7:0]  ftdi_data_out_o
    ,output          inport_accept_o
    ,output          outport_valid_o
    ,output [  7:0]  outport_data_o
);
localparam STATE_W           = 2;
localparam STATE_IDLE        = 2'd0;
localparam STATE_TX_SETUP    = 2'd1;
localparam STATE_TX          = 2'd2;
localparam STATE_RX          = 2'd3;
reg [STATE_W-1:0]      state_q;
reg                    tx_ready_q;
reg                    ftdi_rxf_ms_q;
reg                    ftdi_txe_ms_q;
reg                    ftdi_rxf_q;
reg                    ftdi_txe_q;
reg [7:0]              rx_data_q;
reg [7:0]              tx_data_q;
always @ (posedge clk_i or posedge rst_i)
if (rst_i)
begin
    ftdi_rxf_ms_q   <= 1'b1;
    ftdi_txe_ms_q   <= 1'b1;
    ftdi_rxf_q      <= 1'b1;
    ftdi_txe_q      <= 1'b1;
end
else
begin
    ftdi_rxf_q      <= ftdi_rxf_ms_q;
    ftdi_rxf_ms_q   <= ftdi_rxf_i;
    ftdi_txe_q      <= ftdi_txe_ms_q;
    ftdi_txe_ms_q   <= ftdi_txe_i;
end
reg [CLK_DIV:0] clk_div_q;
always @ (posedge rst_i or posedge clk_i)
if (rst_i)
    clk_div_q <= {1'b1, {(CLK_DIV){1'b0}}};
else if (CLK_DIV > 0)
    clk_div_q <= {clk_div_q[0], clk_div_q[CLK_DIV:1]};
else
    clk_div_q <= ~clk_div_q;
wire clk_en_w = clk_div_q[0];
wire rx_sample_w = (state_q == STATE_RX) & clk_en_w;
wire tx_sent_w   = (state_q == STATE_TX) & clk_en_w;
wire rx_ready_w = ~ftdi_rxf_q & clk_en_w;
wire tx_space_w = ~ftdi_txe_q & clk_en_w;
wire rx_start_w  = (state_q == STATE_IDLE) & rx_ready_w & !outport_valid_o;
wire tx_start_w  = (state_q == STATE_IDLE) & tx_space_w & tx_ready_q;
reg [STATE_W-1:0] next_state_r;
always @ *
begin
    next_state_r = state_q;
    case (state_q)
    STATE_IDLE :
    begin
        if (rx_start_w)
            next_state_r    = STATE_RX;
        else if (tx_start_w)
            next_state_r    = STATE_TX_SETUP;
    end
    STATE_RX :
    begin
        if (clk_en_w)
            next_state_r  = STATE_IDLE;
    end
    STATE_TX_SETUP :
    begin
        if (clk_en_w)
            next_state_r  = STATE_TX;
    end
    STATE_TX :
    begin
        if (clk_en_w)
            next_state_r  = STATE_IDLE;
    end    
    default:
        ;
   endcase
end
always @ (posedge rst_i or posedge clk_i)
if (rst_i)
    state_q   <= STATE_IDLE;
else
    state_q   <= next_state_r;
reg rd_ready_q;
always @ (posedge rst_i or posedge clk_i)
if (rst_i)
    rd_ready_q <= 1'b0;
else if (rx_sample_w)
    rd_ready_q <= 1'b1;
else if (outport_accept_i)
    rd_ready_q <= 1'b0;
assign outport_valid_o = rd_ready_q;
always @ (posedge rst_i or posedge clk_i)
if (rst_i)
    tx_ready_q <= 1'b0;
else if (tx_sent_w)
    tx_ready_q <= 1'b0;
else if (inport_valid_i)
    tx_ready_q <= 1'b1;
assign inport_accept_o = !tx_ready_q;
reg ftdi_rd_q;
always @ (posedge rst_i or posedge clk_i)
if (rst_i)
    ftdi_rd_q <= 1'b1;
else if (rx_start_w)
    ftdi_rd_q <= 1'b0;
else if (rx_sample_w)
    ftdi_rd_q <= 1'b1;
assign ftdi_rdn_o = ftdi_rd_q;
reg ftdi_wr_q;
always @ (posedge rst_i or posedge clk_i)
if (rst_i)
    ftdi_wr_q <= 1'b1;
else if ((state_q == STATE_TX_SETUP) && clk_en_w)
    ftdi_wr_q <= 1'b0;
else if (tx_sent_w)
    ftdi_wr_q <= 1'b1;
assign ftdi_wrn_o = ftdi_wr_q;
always @ (posedge rst_i or posedge clk_i)
if (rst_i)
    rx_data_q <= 8'b0;
else if (rx_sample_w)
    rx_data_q <= ftdi_data_in_i;
always @ (posedge rst_i or posedge clk_i)
if (rst_i)
    tx_data_q <= 8'b0;
else if (inport_valid_i && inport_accept_o)
    tx_data_q <= inport_data_i;
assign ftdi_oen_o         = ~(state_q == STATE_TX_SETUP || state_q == STATE_TX);
assign ftdi_data_out_o    = tx_data_q;
assign ftdi_siwua_o       = 1'b1;
assign outport_data_o     = rx_data_q;
endmodule
[run.sh]
#!/bin/bash
# OpenROAD 26Q1-2900-gdf79404cd8, Yosys 0.63+post, stock flow scripts
make -C /OpenROAD-flow-scripts/flow DESIGN_CONFIG=/design/flow/config.mk WORK_HOME=/design/flow/orfs finish
[config.mk]
export PLATFORM = sky130hd
export DESIGN_NAME = ftdi_async
export DESIGN_NICKNAME = ftdi_async
export VERILOG_FILES = /design/flow/design.v
export SDC_FILE = /design/flow/constraint.sdc
export NUM_CORES = 4
export LEC_CHECK = 1
export CORE_UTILIZATION = 30
[constraint.sdc]
current_design ftdi_async

set clk_period 2.6
set clk_io_pct 0.2

create_clock -name clk0 -period $clk_period [get_ports {clk_i}]

set non_clock_inputs [all_inputs -no_clocks]
set_input_delay [expr $clk_period * $clk_io_pct] -clock clk0 $non_clock_inputs
set_output_delay [expr $clk_period * $clk_io_pct] -clock clk0 [all_outputs]
==> reports/qor.yml <==
final_timing:
  grt_setup_unrepaired: "no"
  max_clock_freq_ghz: 0.555
  period_minus_slack_ps: 1800
  setup_viol_count_final: 0
  timing.final.max_slew_violations: 0
  post_layout_period_usage_of_the_worst_path: 0.693
  final_tns_setup_ps: 0
  worst_hold_slack_ps: 358
  finalHoldViolations: 0
  fin_skew_ps: 5.87
floorplanning:
  floorplan.initialDensity: 0.324
  top_level_ports: 44
  rows: 22
  chip_area_sq_mm: 0.00433
  die_width_microns: 65.8
  core_region_area_sq_mm: 0.00377
  chipHeight_microns: 65.8
worst_setup_path:
  critPathKind: "reg2out"
  worst-path-buf-inv: 1
  start_kind: "flop"
  critical_path_rt_ps: 2080
  cp-end-kind: "output pin"
  path_max_fanout: 5
  cp_top_family: "buffers and inverters"
  critPathSlowestCell: "sky130_fd_sc_hd__clkdlybuf4s50_1"
  slowest_delay_ps: 470
  crit_arrival_ps: 1280
  path_cells: "nor2_1 > clkdlybuf4s50_1"
synth:
  post_synth_mux_area_share: 0.206
  syn-instance-count: 77
  synthMostInstantiatedCell: "sky130_fd_sc_hd__dfrtp_1"
  synth_async_sr_flop_share: 1.00
  yosysWarnings: 1
  synth_top_cell_by_area: "sky130_fd_sc_hd__dfrtp_1"
  max_area_cell_share: 0.471
  synth-edff-count: 0
  seq_area_frac_synth: 0.643
  ys_chip_area_sq_mm: 0.00122
  syn-cell-area_sq_mm: 0.00122
  ys_sh_xor: 0
  synth.cellmix.simpleShare: 0.0441
  synth_flops: 31
  ys_cells: 77
  area_fraction_in_compound_gates_after_synthesis: 0.0635
  synth_adder_area_share: 0
  most_common_flop_cell_mapped_by_yosys: "sky130_fd_sc_hd__dfrtp_1"
  syn_area_per_cell_sq_um: 15.9
  post_synth_most_frequent_cells: "sky130_fd_sc_hd__dfrtp_1 (23), sky130_fd_sc_hd__mux2_4 (16), sky130_fd_sc_hd__dfstp_2 (8)"
  synth_cell_types: 18
  logic_family: "multiplexers"
  top_area_cells_in_the_synthesized_netlist: "sky130_fd_sc_hd__dfrtp_1 (47%), sky130_fd_sc_hd__mux2_4 (20%), sky130_fd_sc_hd__dfstp_2 (17%), sky130_fd_sc_hd__o32ai_2 (2.7%), sky130_fd_sc_hd__inv_1 (1.8%)"
cts:
  cts_hold_buffers: 0
  ctsHtreeMaxLevel: 2
  clock_latency_ps: 280
  numClockSinks: 31
  cts-resized-gates: 0
  postCtsSetupRepairBufs: 0
  tritoncts_buffer_count: 5
  cts.clk_slew.worst_paths_ps: 60
  clk_root_buffer_cell: "sky130_fd_sc_hd__clkbuf_8"
  cts_tree: "built"
  clk_path_buf_depth: 2
layout:
  layout-drive-gt1-share: 0.302
  final_core_util: 0.479
  n_fill_cell: 328
  stdcell_area_sq_mm: 0.00181
  sequential_cell_area_sq_um: 786
  syn_to_final_growth_pct: 48.1
  comb_area_sq_um: 387
detailed_routing:
  num_antenna_cells: 0
  drt-total-wl_microns: 1980
  avgRoutedWirePerCell_microns: 11.4
  post-route-drc-count: 0
  drt_iter0_markers: 12
  via_per_inst: 4.16
  via_count: 723
  detail-route-antenna-nets: 0
  drt_first_pass_iters: 4
worst_hold_path:
  hold_path.class: "reg2reg"
place:
  detailedPlacementHpwl_microns: 1350
  dpl_cell_area_sq_mm: 0.00169
  gp_congestion: 0.760
  io_buffers: 42
global_route:
  antenna_violations_before_repair: 0
  via_count_of_the_first_global_routing_pass: 754
  pin_count_of_the_biggest_net_entering_global_routing: 32
  global_route_wire_length_before_repair_microns: 3550
  grt_usage: 0.111
  global_route.overflow_total: 0
power_and_ir_drop:
  ir_drop_mv: 0.238
  powerDensity_mw_per_mm2: 613
  leakage_nw: 0.809
flow_run:
  openroad.warnings: 25
  max_cap_viol_count: 0
run_status:
  run_status: "finished, final reports clean"
## power by group
part	internal (mW)	total, mW	switching, mW
combinational	0.0879	0.109	0.0209
clock	0.310	0.477	0.167
sequential	0.509	0.522	0.0128
total	0.907	1.11	0.201
## layout by cell type (no fill, tap or decap)
cell / count
sky130_fd_sc_hd__clkbuf_8: 6
sky130_fd_sc_hd__mux2_4: 16
sky130_fd_sc_hd__o311ai_1: 1
sky130_fd_sc_hd__mux2_1: 1
sky130_fd_sc_hd__conb_1: 1
sky130_fd_sc_hd__dfrtp_1: 23
sky130_fd_sc_hd__bufinv_16: 1
sky130_fd_sc_hd__nor2b_1: 2
sky130_fd_sc_hd__a31oi_1: 1
sky130_fd_sc_hd__o32ai_2: 2
sky130_fd_sc_hd__clkdlybuf4s50_1: 42
sky130_fd_sc_hd__nor2_1: 3
sky130_fd_sc_hd__inv_1: 6
sky130_fd_sc_hd__dfstp_2: 8
sky130_fd_sc_hd__buf_4: 2
sky130_fd_sc_hd__o21ai_0: 2
sky130_fd_sc_hd__clkinv_2: 1
sky130_fd_sc_hd__nand2_4: 1
sky130_fd_sc_hd__a21oi_1: 4
sky130_fd_sc_hd__nand2b_1: 2
sky130_fd_sc_hd__nand2_2: 1
## cells by family after synthesis
kind of cell / after synthesis
multiplexers: 17
flip-flops: 31
other: 1
AND-OR/OR-AND: 10
AND/OR/NAND/NOR: 9
buffers and inverters: 9
## worst paths after layout
kind,startpoint,end,slack [ps],depth (start not counted)
setup / recovery,flop,ftdi_oen_o,800,2
max in group asynchronous,rst_i,state_q[0]$_DFF_PP1_,1670,3
hold / removal,ftdi_rxf_ms_q$_DFF_PP1_,ftdi_rxf_q$_DFF_PP1_,360,0
setup reg to reg,clk_div_q[0]$_DFF_PP0_,rx_data_q[4]$_DFFE_PP0P_,1280,2
min in group asynchronous,rst_i,rx_data_q[4]$_DFFE_PP0P_,620,3
hold reg to reg,ftdi_rxf_ms_q$_DFF_PP1_,ftdi_rxf_q$_DFF_PP1_,360,0
## flip-flops by register name, summed over array words and instances (netlist names), named ones only
| register | cells |
|---|---|
| ftdi_rxf_ms_q | 1 |
| ftdi_rd_q | 1 |
| state_q | 3 |
| ftdi_rxf_q | 1 |
| ftdi_txe_q | 1 |
| clk_div_q | 3 |
| rx_data_q | 8 |
| rd_ready_q | 1 |
| tx_data_q | 8 |
| ftdi_txe_ms_q | 1 |
| tx_ready_q | 1 |
| ftdi_wr_q | 1 |
## final cells by class
cell class,count,share of cell area
sequential,31,0.435
timing repair buffer,44,0.241
multi-input combinational,37,0.214
clock buffer,6,0.0457
tap,48,0.0332
clock inverter,2,0.0194
inverter,6,0.0125
## per-layer routing
layer | track usage | vias to the layer above | share of wire
li1 | - | 350 | -
met1 | 0.174 | 328 | 0.50
met2 | 0.151 | 41 | 0.38
met3 | 0.0472 | 4 | 0.10
met4 | 0.0136 | 0 | 0.014
met5 | 0 | - | 0
## stage by stage
stage	cells	power (mW)	worst slack, ps
detailed placement	166	0.640	826
CTS	174	1.13	774
floorplan	77	0.562	1370
global placement	166	0.640	849
global route	174	1.17	719
finish	174	1.11	799
Power and IR drop assume default switching activity.
